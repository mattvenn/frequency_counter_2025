File: ./run.sh
#!/bin/bash
# OpenROAD 26Q1-2900-gdf79404cd8, Yosys 0.63+post, stock flow scripts
make -C /OpenROAD-flow-scripts/flow DESIGN_CONFIG=/design/flow/config.mk WORK_HOME=/design/flow/orfs finish
File: ./config.mk
export PLATFORM = sky130hd
export DESIGN_NAME = frequency_counter
export DESIGN_NICKNAME = frequency_counter
export VERILOG_FILES = /design/flow/design.v
export SDC_FILE = /design/flow/constraint.sdc
export NUM_CORES = 4
export LEC_CHECK = 1
export CORE_UTILIZATION = 30
File: ./constraint.sdc
current_design frequency_counter

set clk_period 4.0
set clk_io_pct 0.2

create_clock -name clk0 -period $clk_period [get_ports {clk}]

set non_clock_inputs [all_inputs -no_clocks]
set_input_delay [expr $clk_period * $clk_io_pct] -clock clk0 $non_clock_inputs
set_output_delay [expr $clk_period * $clk_io_pct] -clock clk0 [all_outputs]
File: ./design.v
`default_nettype none
`timescale 1ns/1ps
module edge_detect (
    input wire              clk,
    input wire              signal,
    output wire             leading_edge_detect
    );
    reg q0, q1, q2;                  
    always @(posedge clk) begin
        q0 <= signal;
        q1 <= q0;
        q2 <= q1;
    end
    assign leading_edge_detect = q1 & (q2 != q1);
endmodule
`default_nettype none
`timescale 1ns/1ps
module frequency_counter #(
    parameter UPDATE_PERIOD = 1200 - 1,
    parameter BITS = 12
)(
    input wire              clk,
    input wire              reset_n,
    input wire              signal,
    input wire [BITS-1:0]   period,
    input wire              period_load,
    output wire [6:0]       segments,
    output wire             digit,
    output wire [1:0]       dbg_state,       
    output wire [2:0]       dbg_clk_count,   
    output wire [2:0]       dbg_edge_count   
    );
    wire reset = ! reset_n;
    reg [BITS-1:0] update_period;    
    reg [6:0] edge_counter;          
    reg [BITS-1:0] clk_counter;      
    reg [3:0] ten_count, unit_count;
    reg update_digits;
    wire leading_edge_detect;
    edge_detect edge_detect0 (.clk(clk), .signal(signal), .leading_edge_detect(leading_edge_detect));
    always @(posedge clk) begin
        if(reset)
            update_period   <= UPDATE_PERIOD;
        else if(period_load)
            update_period   <= period;
    end
    localparam STATE_COUNT  = 0;
    localparam STATE_TENS   = 1;
    localparam STATE_UNITS  = 2;
    reg [1:0] state;
    assign dbg_state = state;
    assign dbg_clk_count = clk_counter[BITS-1:BITS-3];
    assign dbg_edge_count = edge_counter[6:4];
    always @(posedge clk) begin
        if(reset) begin
            clk_counter     <= 0;
            edge_counter    <= 0;
            state           <= STATE_COUNT;
            ten_count       <= 0;
            unit_count      <= 0;
            update_digits   <= 0;
        end else begin
            case(state)
                STATE_COUNT: begin
                    update_digits   <= 0;
                    clk_counter <= clk_counter + 1'b1;
                    if(leading_edge_detect)
                        edge_counter <= edge_counter + 1'b1;
                    if(clk_counter == update_period) begin
                        clk_counter <= 0;
                        ten_count   <= 0;
                        unit_count  <= 0;
                        state       <= STATE_TENS;
                    end
                end
                STATE_TENS: begin
                    if(edge_counter < 7'd10)
                        state <= STATE_UNITS;
                    else begin
                        edge_counter <= edge_counter - 7'd10;
                        ten_count   <= ten_count + 1;
                    end
                end
                STATE_UNITS: begin
                    unit_count      <= edge_counter;
                    update_digits   <= 1'b1;
                    edge_counter    <= 0;
                    state           <= STATE_COUNT;
                end
                default:
                    state           <= STATE_COUNT;
            endcase
        end
    end
    seven_segment seven_segment0 (.clk(clk), .reset(reset), .load(update_digits), .ten_count(ten_count), .unit_count(unit_count), .segments(segments), .digit(digit));
endmodule
`default_nettype none
`timescale 1ns/1ps
module seven_segment (
    input wire          clk,
    input wire          reset,
    input wire          load,
    input wire [3:0]    ten_count,
    input wire [3:0]    unit_count,
    output reg [6:0]    segments,
    output reg          digit
);
    reg [3:0] ten_count_reg;
    reg [3:0] unit_count_reg;
    wire [3:0] decode;
    always @(posedge clk) begin
        if(reset) begin
            digit <= 0;
            ten_count_reg <= 0;
            unit_count_reg <= 0;
        end else begin
            if(load) begin
                ten_count_reg   <= ten_count;
                unit_count_reg  <= unit_count;
            end
            digit <= ! digit;
        end
    end
    assign decode = digit ? ten_count_reg : unit_count_reg;
    always @(*) begin
        case(decode)
            0:  segments = 7'b0111111;
            1:  segments = 7'b0000110;
            2:  segments = 7'b1011011;
            3:  segments = 7'b1001111;
            4:  segments = 7'b1100110;
            5:  segments = 7'b1101101;
            6:  segments = 7'b1111100;
            7:  segments = 7'b0000111;
            8:  segments = 7'b1111111;
            9:  segments = 7'b1100111;
            default:
                segments = 7'b0000000;
        endcase
    end
endmodule
==> impl_metrics.py <==
# Metrics from the implementation run
metrics = {
    "run_status": {
        "status": "completed",
    },
    "final_layout": {
        "area_growth_pct": 17.5,
        "final_cells": 449,
        "layout-drive-gt1-share_pct": 5.87,
        "stdcell_area_um2": 3270,
        "fillers": 907,
        "reg_top3": "clk_counter (12), update_period (12), edge_counter (7)",
        "logic_area_um2": 1560,
        "ff_latch_area_um2": 1080,
    },
    "global_routing": {
        "grt_first_pass_wirelength_um": 9840,
        "grt_usage_pct": 12.4,
        "grt_max_degree": 25,
        "antenna_found_initial": 0,
        "grt_pass1_vias": 2032,
        "grt-ovfl-total": 0,
    },
    "synthesis": {
        "synth-edff-count": 0,
        "ys.flops": 54,
        "synth-async-reset-ratio_pct": 0,
        "yosys_cells": 319,
        "ys_area_um2": 2790,
        "synth_warnings": 3,
        "syn_avg_cell_area_um2": 8.74,
        "syn_area_um2": 2790,
        "synth_seq_share_pct": 38.8,
        "ff_type": "dfxtp_1",
        "synth_cell_types": 44,
        "synthCells": 319,
    },
    "critical_path": {
        "start_kind": "flop",
        "end_kind": "output pin",
        "crit_end": "segments[3]",
        "r2r_cells": 7,
        "crit_type": "reg2out",
        "r2r_slack_ns": 1.74,
        "r2r_end": "edge_counter[6]",
        "r2r-start": "state[1]",
        "required_ns": 3.20,
        "cp_data_arrival_time_ns": 2.56,
        "cp-startpoint": "seven_segment0.digit",
        "cp_max_fo": 10,
    },
    "sta": {
        "fin_crit_sh_pct": 83.9,
        "tns_ns": 0,
        "max_freq_mhz": 298,
        "hold_violations": 0,
        "tightestPinTransition_ns": 0.797,
        "relSlewSlack_pct": 45.4,
        "setup_viol": 0,
        "rsz0062_at_grt": "no",
        "slew_violations": 0,
        "min_period_ns": 3.36,
        "setup_slack_ns": 0.644,
        "fin_skew_ns": 0.00379,
    },
    "clock_tree": {
        "clockRootBuffer": "clkbuf_8",
        "clock.latency.late_pin_ns": 0.31,
        "cts_tree": "yes",
        "clk_pin_slew_ns": 0.10,
        "clk_path_buf_depth": 2,
        "htreeDepth": 2,
        "clock-sinks": 54,
        "cts_buffers": 5,
        "cts_resized": 0,
        "postCtsSetupBuffers": 0,
        "hold_buffers": 0,
    },
    "place": {
        "hpwl_um": 3960,
        "place_area_um2": 3150,
        "pre_cts_ws_ns": 1.01,
        "gp_congestion": 0.835,
        "io_buffers": 31,
        "dp_cells": 441,
    },
    "power_and_ir_drop": {
        "power_mw": 1.03,
        "leakagePower_nw": 1.30,
        "clockPowerShare_pct": 38.1,
        "pwr-share-comb_pct": 6.9,
        "seqPwrFrac_pct": 55.0,
        "power_density_nw_per_um2": 314,
        "p_int_mw": 0.794,
        "power.switching_mw": 0.233,
        "power_switching_share_pct": 22.7,
        "ir_worst_vdd_mv": 0.171,
    },
    "floorplan": {
        "die_height_um": 98.4,
        "chipWidth_um": 98.4,
        "pin_count": 32,
        "row_count": 34,
        "floorplan.core_util_pct": 31.5,
        "dieArea_um2": 9680,
        "design.core.area_um2": 8850,
    },
    "drt": {
        "drt_iter0_drc": 100,
        "wl_per_cell_um": 12.5,
        "totalWireLength_um": 5620,
        "vias": 2210,
        "diodes": 0,
        "first_pass_iters": 6,
        "post-route-drc-count": 0,
        "via_per_inst": 4.92,
        "postRouteAntennaNets": 0,
    },
    "flow_run": {
        "max_cap_violations": 0,
        "tool_warnings": 33,
    },
    "worst_hold_path": {
        "hold_path_class": "reg2reg",
    },
}
per-layer routing:
layer | global-route usage, % | up-vias | wire length [um]
met5 | 0 | - | 0
met4 | 1.49 | 0 | 68
met3 | 1.96 | 5 | 210
met2 | 18.4 | 41 | 2370
met1 | 20.0 | 1010 | 2970
li1 | - | 1154 | -
critical path: stages (launching register included):
cell	delay, ns
dfxtp_1	0.51
mux2i_1	0.72
inv_1	0.18
nor2_1	0.17
a21oi_1	0.05
o21ai_0	0.13
clkdlybuf4s50_1	0.48
per-stage QoR:
stage	hold slack (ns)	util, %
after floorplan	0.310	-
after global placement	0.312	35.6
after detailed placement	0.312	35.6
after CTS	0.336	37.0
after global routing	0.356	37.0
final	0.336	37.0
final cells by class:
class                           instances  share of cell area, %
Clock inverter                          2                   1.18
Clock buffer                            6                   2.52
Tap cell                              108                   4.13
Inverter                               13                   1.49
Sequential cell                        54                   33.0
Multi-Input combinational cell        233                   47.7
Timing Repair Buffer                   33                   9.94
worst min-delay path by stage:
stage	start	endpoint	slack [ns]	cells past startpoint
after CTS	edge_detect0.q0	edge_detect0.q1	0.34	0
after global routing	edge_detect0.q0	edge_detect0.q1	0.36	0
final	edge_detect0.q0	edge_detect0.q1	0.34	0
cells in the mapped netlist (all sizes together), types with 3 or more instances:
| library cell | instances | area (um2) |
|---|---|---|
| and3 | 4 | 25.0 |
| mux2i | 26 | 260 |
| o22ai | 8 | 50.1 |
| o21ai | 12 | 63.8 |
| nor4 | 4 | 43.8 |
| nor2 | 39 | 146 |
| or3 | 6 | 37.5 |
| buf | 9 | 57.6 |
| a21oi | 20 | 100 |
| dfxtp | 54 | 1080 |
| a31oi | 10 | 68.8 |
| nand2 | 27 | 101 |
| ha | 14 | 175 |
| clkbuf | 10 | 37.5 |
| inv | 11 | 41.3 |
| nand3 | 12 | 60.1 |
| nand4 | 4 | 25.0 |
| nand2b | 3 | 26.3 |
| xor2 | 21 | 184 |
power by group through the flow:
| stage | Combinational [mW] | Clock (mW) | Sequential (mW) |
|---|---|---|---|
| CTS | 0.0718 | 0.402 | 0.565 |
| global route | 0.0800 | 0.422 | 0.567 |
| finish | 0.0711 | 0.391 | 0.565 |
placed cells by master (no fill, tap or decap), drive strengths merged, types with 2 or more instances in the layout:
cell,Yosys,final
inv,11,12
clkbuf,10,6
a311oi,2,2
or3,6,6
nor4,4,4
dfxtp,54,54
nand2,27,27
nand2b,3,3
and3,4,4
o21a,2,2
and4,2,2
a21oi,20,20
nor3,2,2
xor2,21,21
clkinv,2,2
nor2,39,39
buf,9,2
xnor2,2,2
o22ai,8,8
clkdlybuf4s50,0,31
mux2i,26,26
nand3,12,12
a31oi,10,10
ha,14,14
o21ai,12,12
nand4,4,4
nor2b,2,2
kinds of logic after synthesis:
family / Yosys count / share of synthesized area [%]
and+or+nand+nor: 108 / 19.0
AOI/OAI and AO/OA: 61 / 13.8
DFF: 54 / 38.8
xor gates and xnor gates: 23 / 7.23
adders and majority gates: 14 / 6.28
muxes: 27 / 9.74
buffers and inverters: 32 / 5.16
Power is estimated from default activity; no workload was simulated.
